===== run.sh =====
#!/bin/bash
# OpenROAD 26Q1-2900-gdf79404cd8, Yosys 0.63+post, stock flow scripts
make -C /OpenROAD-flow-scripts/flow DESIGN_CONFIG=/design/flow/config.mk WORK_HOME=/design/flow/orfs finish

===== config.mk =====
export PLATFORM = sky130hd
export DESIGN_NAME = uart
export DESIGN_NICKNAME = uart
export VERILOG_FILES = /design/flow/design.v
export SDC_FILE = /design/flow/constraint.sdc
export NUM_CORES = 4
export LEC_CHECK = 1
export CORE_UTILIZATION = 50

===== constraint.sdc =====
current_design uart

set clk_period 3.7
set clk_io_pct 0.2

create_clock -name clk0 -period $clk_period [get_ports {clk}]

set non_clock_inputs [all_inputs -no_clocks]
set_input_delay [expr $clk_period * $clk_io_pct] -clock clk0 $non_clock_inputs
set_output_delay [expr $clk_period * $clk_io_pct] -clock clk0 [all_outputs]

===== design.v =====
module uart (clk,reset_n,rx,cts_n,tx,rts_n,tx_data,data_bit_num,stop_bit_num,parity_en,parity_type,start_tx,rx_data,tx_done,rx_done,parity_error);
input   clk ;
input   reset_n ;
input   rx ;
input   cts_n ;
output   tx ;
output   rts_n ;
input  [7:0] tx_data ;
input  [1:0] data_bit_num ;
input   stop_bit_num ;
input   parity_en ;
input   parity_type ;
input   start_tx ;
output  [7:0] rx_data ;
output   tx_done ;
output   rx_done ;
output   parity_error ;
wire   clk_tx ;
wire   clk_rx ;
wire   Tpl_18 ;
wire   Tpl_19 ;
wire   Tpl_20 ;
wire   Tpl_21 ;
wire  [7:0] Tpl_22 ;
wire  [1:0] Tpl_23 ;
wire   Tpl_24 ;
wire   Tpl_25 ;
wire   Tpl_26 ;
wire   Tpl_27 ;
logic   Tpl_28 ;
logic   Tpl_29 ;
logic  [1:0] Tpl_30 ;
logic  [1:0] Tpl_31 ;
logic  [2:0] Tpl_32 ;
logic  [2:0] Tpl_33 ;
logic  [1:0] Tpl_34 ;
logic  [1:0] Tpl_35 ;
logic  [7:0] Tpl_36 ;
wire   Tpl_37 ;
wire   Tpl_38 ;
wire   Tpl_39 ;
wire   Tpl_40 ;
wire  [1:0] Tpl_41 ;
wire   Tpl_42 ;
wire   Tpl_43 ;
wire   Tpl_44 ;
wire  [7:0] Tpl_45 ;
wire   Tpl_46 ;
logic   Tpl_47 ;
logic   Tpl_48 ;
logic  [1:0] Tpl_49 ;
logic  [1:0] Tpl_50 ;
logic  [3:0] Tpl_51 ;
logic  [3:0] Tpl_52 ;
logic  [1:0] Tpl_53 ;
logic  [3:0] Tpl_54 ;
logic  [1:0] Tpl_55 ;
logic  [7:0] Tpl_56 ;
wire   Tpl_57 ;
wire   Tpl_58 ;
wire   Tpl_59 ;
wire   Tpl_60 ;
wire   Tpl_61 ;
logic  [4:0] Tpl_62 ;
logic  [8:0] Tpl_63 ;
assign Tpl_18 = clk;
assign Tpl_19 = reset_n;
assign Tpl_20 = clk_tx;
assign Tpl_21 = cts_n;
assign Tpl_22 = tx_data;
assign Tpl_23 = data_bit_num;
assign Tpl_24 = stop_bit_num;
assign Tpl_25 = parity_en;
assign Tpl_26 = parity_type;
assign Tpl_27 = start_tx;
assign tx = Tpl_28;
assign tx_done = Tpl_29;
assign Tpl_37 = clk;
assign Tpl_38 = reset_n;
assign Tpl_39 = clk_rx;
assign Tpl_40 = rx;
assign Tpl_41 = data_bit_num;
assign Tpl_42 = stop_bit_num;
assign Tpl_43 = parity_en;
assign Tpl_44 = parity_type;
assign rx_data = Tpl_45;
assign rts_n = Tpl_46;
assign rx_done = Tpl_47;
assign parity_error = Tpl_48;
assign Tpl_58 = clk;
assign Tpl_59 = reset_n;
assign clk_tx = Tpl_60;
assign clk_rx = Tpl_61;
always @(*)
begin
case (Tpl_23)
2'b00: begin
Tpl_32 = 3'd4;
Tpl_36 = Tpl_22[4:0];
end
2'b01: begin
Tpl_32 = 3'd5;
Tpl_36 = Tpl_22[5:0];
end
2'b10: begin
Tpl_32 = 3'd6;
Tpl_36 = Tpl_22[6:0];
end
2'b11: begin
Tpl_32 = 3'd7;
Tpl_36 = Tpl_22[7:0];
end
default: Tpl_32 = 3'd7;
endcase
end
always @(*)
begin
case ({{Tpl_25,Tpl_24}})
2'b00: Tpl_34 = 2'd0;
2'b01: Tpl_34 = 2'd1;
2'b10: Tpl_34 = 2'd1;
2'b11: Tpl_34 = 2'd2;
default: Tpl_34 = 2'd0;
endcase
end
always @( posedge Tpl_18 or negedge Tpl_19 )
begin
if ((~Tpl_19))
begin
Tpl_30 <= 2'b00;
end
else
begin
Tpl_30 <= Tpl_31;
case (Tpl_30)
2'b00: begin
Tpl_33 <= 0;
Tpl_35 <= 0;
end
2'b10: begin
if (Tpl_20)
begin
Tpl_33 <= (Tpl_33 + 1);
end
else
Tpl_33 <= Tpl_33;
end
2'b11: begin
if (Tpl_20)
begin
Tpl_35 <= (Tpl_35 + 1);
end
else
Tpl_35 <= Tpl_35;
end
default: begin
Tpl_33 <= 0;
Tpl_35 <= 0;
end
endcase
end
end
always @(*)
begin
case (Tpl_30)
2'b00: begin
if (((Tpl_27 && (!Tpl_21)) && Tpl_20))
begin
Tpl_31 = 2'b01;
end
else
Tpl_31 = 2'b00;
end
2'b01: begin
if (Tpl_20)
begin
Tpl_31 = 2'b10;
end
else
Tpl_31 = 2'b01;
end
2'b10: begin
if (Tpl_20)
begin
if ((Tpl_33 == Tpl_32))
begin
Tpl_31 = 2'b11;
end
else
Tpl_31 = 2'b10;
end
else
Tpl_31 = 2'b10;
end
2'b11: begin
if (Tpl_20)
begin
if ((Tpl_35 == Tpl_34))
begin
Tpl_31 = 2'b00;
end
else
Tpl_31 = 2'b11;
end
else
Tpl_31 = 2'b11;
end
default: Tpl_31 = 2'b00;
endcase
end
always @(*)
begin
case (Tpl_30)
2'b00: begin
Tpl_28 = 1'b1;
end
2'b01: begin
Tpl_28 = 1'b0;
end
2'b10: begin
Tpl_28 = Tpl_22[Tpl_33];
end
2'b11: begin
if (Tpl_25)
begin
Tpl_28 = (Tpl_26 ? (^Tpl_36) : (~^Tpl_36));
end
else
Tpl_28 = 1'b1;
end
default: Tpl_28 = 1'b1;
endcase
end
always @( posedge Tpl_18 or negedge Tpl_19 )
begin
if ((~Tpl_19))
begin
Tpl_29 <= 1'b1;
end
else
begin
if (((Tpl_20 && (Tpl_30 == 2'b11)) && (Tpl_35 == Tpl_34)))
begin
Tpl_29 <= 1'b1;
end
else
if ((Tpl_31 == 2'b00))
begin
Tpl_29 <= 1'b1;
end
else
Tpl_29 <= 1'b0;
end
end
always @(*)
begin
case (Tpl_41)
2'b00: Tpl_52 = 4'd5;
2'b01: Tpl_52 = 4'd6;
2'b10: Tpl_52 = 4'd7;
2'b11: Tpl_52 = 4'd8;
default: Tpl_52 = 4'd8;
endcase
end
always @(*)
begin
case ({{Tpl_43,Tpl_42}})
2'b00: Tpl_53 = 2'd1;
2'b01: Tpl_53 = 2'd2;
2'b10: Tpl_53 = 2'd2;
2'b11: Tpl_53 = 2'd3;
default: Tpl_53 = 2'd1;
endcase
end
always @(*)
begin
case (Tpl_49)
2'b00: begin
if ((Tpl_51 == 15))
begin
Tpl_50 = 2'b01;
end
else
Tpl_50 = 2'b00;
end
2'b01: begin
if (((Tpl_51 == 15) && (Tpl_54 == Tpl_52)))
begin
Tpl_50 = 2'b10;
end
else
Tpl_50 = 2'b01;
end
2'b10: begin
if (((Tpl_51 == 15) && (Tpl_55 == Tpl_53)))
begin
Tpl_50 = 2'b00;
end
else
Tpl_50 = 2'b10;
end
default: Tpl_50 = 2'b00;
endcase
end
always @( posedge Tpl_37 or negedge Tpl_38 )
begin
if ((~Tpl_38))
begin
Tpl_49 <= 2'b00;
Tpl_54 <= 0;
Tpl_55 <= 0;
Tpl_51 <= 0;
end
else
begin
Tpl_49 <= Tpl_50;
case (Tpl_49)
2'b00: begin
Tpl_54 <= 0;
Tpl_55 <= 0;
if (Tpl_39)
begin
if (((!Tpl_40) || (Tpl_51 != 0)))
begin
Tpl_51 <= (Tpl_51 + 1'b1);
end
else
if ((Tpl_51 == 15))
begin
Tpl_51 <= 0;
end
end
else
Tpl_51 <= Tpl_51;
end
2'b01: begin
if (Tpl_39)
begin
Tpl_51 <= (Tpl_51 + 1'b1);
if ((Tpl_51 == 8))
begin
Tpl_54 <= (Tpl_54 + 1);
Tpl_56[Tpl_54] <= Tpl_40;
end
else
if ((Tpl_51 == 15))
begin
Tpl_51 <= 0;
end
end
else
Tpl_51 <= Tpl_51;
end
2'b10: begin
if (Tpl_39)
begin
Tpl_51 <= (Tpl_51 + 1);
if ((Tpl_51 == 8))
begin
Tpl_55 <= (Tpl_55 + 1);
end
else
if ((Tpl_51 == 15))
begin
Tpl_51 <= 0;
end
end
else
Tpl_51 <= Tpl_51;
end
endcase
end
end
always @(*)
begin
case (Tpl_49)
2'b00: begin
Tpl_47 = 0;
end
2'b01: begin
Tpl_47 = 0;
end
2'b10: begin
Tpl_47 = ((Tpl_51 == 15) && (Tpl_55 == Tpl_53));
Tpl_48 = Tpl_57;
end
default: begin
Tpl_47 = 0;
end
endcase
end
assign Tpl_46 = Tpl_47;
assign Tpl_45 = Tpl_56;
assign Tpl_57 = (Tpl_43 ? ((^Tpl_45) == Tpl_44) : 1'b0);
assign Tpl_61 = (Tpl_62 == 0);
assign Tpl_60 = (Tpl_63 == 0);
always @( posedge Tpl_58 or negedge Tpl_59 )
begin
if ((~Tpl_59))
begin
Tpl_62 <= 0;
end
else
begin
if ((Tpl_62 == 27))
begin
Tpl_62 <= 0;
end
else
Tpl_62 <= (Tpl_62 + 1);
end
end
always @( posedge Tpl_58 or negedge Tpl_59 )
begin
if ((~Tpl_59))
begin
Tpl_63 <= 0;
end
else
begin
if ((Tpl_63 == 434))
begin
Tpl_63 <= 0;
end
else
Tpl_63 <= (Tpl_63 + 1);
end
end
endmodule

==> ci_impl_report.md <==
### Metrics collected by this job

| Metric | Value |
|---|---|
| Post-cts hold buffer count | `0` |
| Top cells by area | `dfrtp_1 25%, edfxtp_1 13%, ha_1 8.6%, xnor2_1 6.9%, xor2_1 4.2%` |
| Worst-Margin Slew | `0.6192 ns` |
| Worst R2R Path Depth | `5` |
| CTS buffer count | `5` |
| Final wirelength | `5.132 mm` |
| Clock slew at reported path FFs | `0.09 ns` |
| Drt via density | `5.323` |
| Chip area in the Yosys report | `2914 um^2` |
| Clock Skew | `0.009615 ns` |
| Endpoints left unconstrained | `2` |
| Fin. max-slew vios | `0` |
| Crit. End Element | `output port` |
| Placeable Area | `5574 um^2` |
| CTS Buffer Depth | `2` |
| Most used logic cell in the final layout | `nand2_1` |
| Simple Share, Synth | `0.1739` |
| Worst setup margin | `0.2530 ns` |
| Hold path cells | `1` |
| Critical path's slowest cell | `clkdlybuf4s50_1` |
| Mapped cell area | `2914 um^2` |
| Cell Pwr Density | `299.9 nW/um^2` |
| Cells after Synth | `294` |
| Synth mux share | `0.04809` |
| Final Hold Vio Count | `0` |
| Number of inserted diodes | `0` |
| Crit-path max FO | `4` |
| Count of unclocked register or latch pins | `1` |
| CP cell instances | `dlygate4sd2_1, inv_1, ha_1, o21ai_0, a21oi_1, a2111o_1, xnor2_1, o221ai_1, clkdlybuf4s50_1` |
| Avg Synthesized Cell Area | `9.912 um^2` |
| Largest net degree at the start of global routing | `25` |
| XORs/XNORs by Area | `0.1112` |
| Dominant cell area share | `0.2490` |
| Violation tally from detailed-route iteration zero | `47` |
| # H-tree levels | `2` |
| DR vias | `2140` |
| Log Warnings | `39` |
| Num rows | `27` |
| Setup bufs post-CTS | `0` |
| WL/cell | `12.77 um` |
| Post-Layout Cell Count | `402` |
| RSZ-0062 raised after global routing | `no` |
| Critical Path RT | `2.96 ns` |
| HP Class | `flop to flop` |
| Gp weighted congestion | `0.8059` |
| Worst ir drop on vdd | `0.0002423 V` |
| Layout area overhead | `16.70%` |
| CP peak stage delay | `0.49 ns` |
| GRT Residual Overflow | `0` |
| Registers, synthesis | `46` |
| DP Wirelength | `3.889 mm` |
| CP startpoint kind | `input pin` |
| # Cells Yosys | `294` |
| Largest combinational cell category by area | `simple AND/OR/NAND/NOR gates` |
| Max Cap Viol | `0` |
| Async S/R FF share, synth | `0.6957` |
| DP Cell Count | `394` |
| Worst Path Arrival | `2.71 ns` |
| CTS tree | `done` |
| YS warnings | `1` |
| Die area | `6137 um^2` |
| Post-Place Setup Slack | `-0.02945 ns` |
| Top Ports | `31` |
| Die X | `78.34 um` |
| WS Path Type | `input pin to output port` |
| Port Buffers | `30` |
| Fmax | `0.2901 GHz` |
| Die height | `78.34 um` |
| Fp_density | `0.5228` |
| Latency at later pin | `0.30 ns` |
| Most numerous logic cells after layout | `32 x nand2_1, 29 x dfrtp_1, 28 x clkdlybuf4s50_1` |
| DRT Pass-1 Iters | `4` |
| Final ANT Viol Nets | `0` |
| Netlist cell types | `50` |
| Total GRT Usage | `0.1925` |
| Count of library flops with an enable pin | `13` |
| Number of global-route vias before repair | `2086` |
| Yosys top cell by area | `dfrtp_1` |
| Ys flop type | `dfrtp_1` |
| Initial antenna violation count | `0` |
| Leak | `1.475 nW` |
| Outcome | `finished clean` |
| Root Driver | `clkbuf_8` |
| Layout cell share with drive strength beyond 1 | `0.08788` |
| Final Setup Violations | `0` |
| Relative slew slack | `0.5765` |
| Adder Share, Synth | `0.08587` |
| Cycle use final | `0.9316` |
| DRC violations left | `0` |
| Crit path time final | `3.447 ns` |
| First-pass GRT wire length | `9.239 mm` |
| Aoi/oai-family share of the synthesized area | `0.1065` |
synthesized netlist by cell type, types with 4 or more instances:
library cell and n:
nand3_1 9, o21ai_0 18, inv_1 25, and3_1 4, a21oi_1 5, nand2b_1 4, buf_6 6, xnor2_1 23
ha_1 20, o22ai_1 5, edfxtp_1 13, mux2_2 4, nor4_1 5, nor2_1 25, nor3_1 6, xor2_1 14
dfrtp_1 29, mux2i_1 5, nand2_1 32
cell type report:
class                   instances  area, um^2
clock buffers                   6       93.84
clock inverters                 2       35.03
well taps                      72       90.09
flip-flops and latches         46        1210
inverters                      25       93.84
fillers                       498        2173
repair buffers                 36       346.6
multi-input cells             215        1531
state kept, by name, summed over array words and instances (netlist names):
name and count:
Tpl_29 1, Tpl_35 2, Tpl_30 4, Tpl_55 2, Tpl_49 3, Tpl_51 4, Tpl_33 3, Tpl_54 4
Tpl_56 8, Tpl_48 1, Tpl_63 9, Tpl_62 5
power breakdown:
| part | internal (mW) | leakage (nW) | switching (mW) |
|---|---|---|---|
| Combinational | 0.0501 | 0.918 | 0.0415 |
| Sequential | 0.515 | 0.490 | 0.00488 |
| Clock | 0.241 | 0.0663 | 0.167 |
| Total | 0.806 | 1.47 | 0.214 |
timing repair:
item	4_1_cts	5_1_grt
resized	1	1
endpoints found under the hold margin	0	0
setup endpoints to repair	1	1
worst paths after layout:
kind	end	slack, ns	from
max in group asynchronous	Tpl_29	2.15	reset_n
hold / removal	Tpl_63[0]	0.48	Tpl_63[0]
min in group asynchronous	Tpl_54[1]	0.78	reset_n
setup reg to reg	Tpl_56[0]	1.34	Tpl_54[0]
hold reg to reg	Tpl_63[0]	0.48	Tpl_63[0]
setup / recovery	tx	0.25	data_bit_num[1]
metal layers:
layer  vias up  GRT usage  share of wire
met2        31     0.3070           0.44
met5         -          0              0
met1      1022     0.3056           0.51
met4         0    0.01852         0.0088
met3         4    0.02479          0.034
li1       1083          -              -
cell families (layout without fill, tap and decap cells):
kind of cell	after synthesis	after routing
adder cells (fa/ha/maj)	20	20
AND-OR/OR-AND	47	47
flip-flops	45	45
AND/OR/NAND/NOR	100	100
multiplexers	11	11
latches	1	1
XOR/XNOR	37	37
buffers and inverters	33	69
worst max-delay path: cells and delay by family:
family	cells	cell delay, ns
xor gates and xnor gates	1	0.13
buffers and inverters	3	0.84
AOI/OAI and AO/OA	4	0.81
adders and majority gates	1	0.19
per-stage QoR:
| stage | utilization | hold WS [ns] | cell area, um^2 | power, mW | TNS [ns] |
|---|---|---|---|---|---|
| 2_1_floorplan | - | 0.4444 | 2914 | 0.5758 | 0 |
| 3_3_place_gp | 0.5868 | 0.4679 | 3271 | 0.6225 | -0.02926 |
| 3_5_place_dp | 0.5868 | 0.4744 | 3271 | 0.6228 | -0.02945 |
| 4_1_cts | 0.6097 | 0.4899 | 3398 | 1.036 | 0 |
| 5_1_grt | 0.6101 | 0.5041 | 3401 | 1.066 | 0 |
| 6_report | 0.6101 | 0.4800 | 3401 | 1.020 | 0 |
No activity file was given, so power comes from the tool's default toggle rates.
