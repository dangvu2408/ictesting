$ cat design.v
module Basic_ALU 	( 
					clock, 
					reset, 
					enable, 
					aluin1, 
					aluin2, 
                    aluoperation, 
					aluopselect, 
					aluout  );
	parameter   reg_wd    	=  32;
	parameter	[0:3] 
				ADD	= 8'b001,
				SUB	= 8'b010,
				NOT	= 8'b011,
				AND	= 8'b100,
				OR	= 8'b101,
				XOR	= 8'b110;
	parameter   [0:3] ARITH_LOGIC = 3'b001;
    input                   			clock, reset, enable;
    input     		[reg_wd -1:0]   	aluin1, aluin2;
    input   		[2:0]           	aluoperation, aluopselect;
    output   reg   	[reg_wd:0]   		aluout;
	always @ (posedge clock)
    begin
        if (reset)
        begin
            aluout  <=  0;
        end    
        else if (enable)
        begin   
       			case(aluoperation)
       			ADD : 	begin	aluout <= aluin1 + aluin2;	    end
       			SUB: 	begin   aluout <= aluin1 - aluin2;    	end 
       			NOT: 	begin   aluout <= {1'b0, {~aluin2}};    	end 
       			AND: 	begin   aluout <= {1'b0,{aluin1 & aluin2}};    	end
       			OR: 	begin   aluout <= {1'b0,{aluin1 | aluin2}};    	end
       			XOR: 	begin   aluout <= {1'b0,{aluin1 ^ aluin2}};      end
       			endcase
        end   
    end
endmodule 
$ cat run.sh
#!/bin/bash
# OpenROAD 26Q1-2900-gdf79404cd8, Yosys 0.63+post, stock flow scripts
make -C /OpenROAD-flow-scripts/flow DESIGN_CONFIG=/design/flow/config.mk WORK_HOME=/design/flow/orfs finish
$ cat config.mk
export PLATFORM = sky130hd
export DESIGN_NAME = Basic_ALU
export DESIGN_NICKNAME = Basic_ALU
export VERILOG_FILES = /design/flow/design.v
export SDC_FILE = /design/flow/constraint.sdc
export NUM_CORES = 4
export LEC_CHECK = 1
export CORE_UTILIZATION = 50
$ cat constraint.sdc
current_design Basic_ALU

set clk_period 15.2
set clk_io_pct 0.2

create_clock -name clk0 -period $clk_period [get_ports {clock}]

set non_clock_inputs [all_inputs -no_clocks]
set_input_delay [expr $clk_period * $clk_io_pct] -clock clk0 $non_clock_inputs
set_output_delay [expr $clk_period * $clk_io_pct] -clock clk0 [all_outputs]
==> qor.csv <==
stage,metric,value,unit
flow_run,Tool Warnings,62,
global_routing,vias in the first global route,5381,
clocking,clock latency at the later pin of the worst-skew pair,310,ps
detailed_routing,Post-route DRC,0,
die,cell row count,38,
synthesis,chip area in the Yosys report,5550,um2
synthesis,Yosys reg bits,33,
pwr,Power Dens Cells,60.5,nW/um2
critical_path,WP data required,15410,ps
critical_path,Worst R2R Setup Slack,14070,ps
critical_path,CP Data Arrival Time,7840,ps
cells_and_area,top flop regs,aluout (33),
global_routing,total gr overflow,0,
flow_run,Max-Cap Viols,0,
synthesis,Synth Warn #,1,
timing,clk_skew,0,ps
timing,RSZ-0062 raised after global routing,false,
detailed_routing,starting DRC count in detailed routing,389,
synthesis,top-count cell post-synth,ha_1,
outcome,outcome,"finished, final reports clean",
die,core area,10800,um2
placement,DP HPWL,11800,um
cells_and_area,fraction of layout cells with a size suffix above 1,4.31,%
synthesis,yosys cell count,777,
pwr,P_leak,0.00297,uW
timing,Final Hold Fails,0,
die,fp util,51.2,%
synthesis,Top-area cell share,21.9,%
die,Die Area,11500,um2
critical_path,critical path launch point type,primary input,
die,I/O Pins,106,
synthesis,largest area contributor in the netlist,ha_1,
timing,max-slew violations,0,
global_routing,Overall Global Routing Usage,29.8,%
timing,clock period minus worst slack,7630,ps
clocking,postcts setup bufs,0,
synthesis,mapped cell area,5550,um2
clocking,CTS tree,yes,
timing,worst slew pin tran,792,ps
synthesis,Cells after Synth,777,
synthesis,post-synth cell types,64,
placement,Cells after DPL,990,
detailed_routing,drt first pass iters,5,
synthesis,Avg Inst Size Synth,7.14,um2
detailed_routing,vias per cell,5.83,
die,die height,107,um
critical_path,CP Max Fanout,7,
synthesis,ys flop type,dfxtp_1,
placement,PortBufs,102,
synthesis,synth cell count leaders,"97 x ha_1, 81 x nor2_1, 75 x inv_1, 73 x a21oi_1, 59 x nand2_1",
detailed_routing,Post-Route WL,16700,um
clocking,"CTS clk-pin slew, worst paths",80,ps
cells_and_area,area grow syn2layout,21.5,%
synthesis,top cells by area,"ha_1 22%, dfxtp_1 12%, xnor2_1 7.6%",
pwr,Power Total,408,uW
detailed_routing,antenna-violating nets left,0,
clocking,CTS buffer count,5,
synthesis,Post-synth seq share,11.9,%
clocking,CTS resizes,0,
timing,WHS,495,ps
synthesis,"EDFF count, synth",0,
clocking,CTS Buffer Depth,2,
timing,"Setup violations, final",0,
clocking,CTS Root Cell,clkbuf_8,
global_routing,initial antenna violation count,0,
timing,setup TNS,0,ps
clocking,hold bufs inserted after CTS,0,
global_routing,largest net degree at the start of global routing,53,
clocking,CTS sink cnt,33,
detailed_routing,Ant. Diodes,0,
critical_path,crit end category,flip-flop,
critical_path,kind of critical path,in -> reg,
cells_and_area,final cell count without fillers,998,
timing,"Period Utilization, post-route",50.2,%
cells_and_area,Biggest register,aluout,
detailed_routing,Vias,5814,
detailed_routing,drt wl/cell,16.7,um
synthesis,"FFs w/ async S/R, synth",0,%
global_routing,first-pass GRT wire length,26600,um
timing,Rel. slew slack,47.2,%
cells_and_area,design area,6740,um2
clocking,H-tree Lvls,2,
cells_and_area,max FFs per register,33,
die,Chip Width,107,um
timing,Fmax,0.131,GHz
pwr,worst vdd ir,40.0,uV
placement,placed cell area,6640,um2
placement,routability cong.,0.923,
hold_path,Hold WC Path Type,reg -> reg,
metal layers:
layer	wire [um]	vias up	track usage [%]
met1	7630	2658	41.4
li1	-	2940	-
met4	187	0	5.48
met3	1230	18	5.37
met2	7670	198	48.8
met5	0	-	0
worst paths after layout:
path                     end  cells after the start       start
setup reg to reg  aluout[29]                      3  aluout[29]
hold / removal    aluout[32]                      2  aluout[32]
setup / recovery  aluout[29]                     16   aluin2[6]
hold reg to reg   aluout[32]                      2  aluout[32]
area by class of cell:
class	instances	area (um2)
clock buffers	7	96.3
flip-flops and latches	33	661
repair buffers	112	1100
inverters	75	282
multi-input cells	630	4420
fillers	946	4100
clock inverters	1	5.00
well taps	140	175
cells by family (layout without fill, tap and decap cells):
family | Yosys count | count (layout) | synth area share, %
flip-flops | 33 | 33 | 11.9
buffers and inverters | 114 | 195 | 8.46
XOR/XNOR | 53 | 53 | 8.37
adder cells (fa/ha/maj) | 98 | 98 | 22.2
AND/OR/NAND/NOR | 243 | 243 | 20.6
multiplexers | 5 | 5 | 0.902
AND-OR/OR-AND | 231 | 231 | 27.5
layout by cell type (no fill, tap or decap), drive strengths merged, types with 4 or more instances in the layout:
cell type	synthesis	final
a21oi	73	73
nor2b	7	7
clkdlybuf4s50	0	102
nand2	59	59
nand3b	5	5
nor3	32	32
inv	75	75
xnor2	48	48
o2111ai	13	13
nand4	8	8
o21bai	5	5
o31ai	5	5
and3	8	8
ha	97	97
o22ai	9	9
buf	7	10
nand3	17	17
dfxtp	33	33
mux2i	5	5
a221oi	5	5
a22o	4	4
a21o	13	13
and2	5	5
nand2b	6	6
clkbuf	31	7
o21ai	51	51
xor2	5	5
nor2	82	82
a31oi	9	9
a2111oi	9	9
a211oi	4	4
o41ai	4	4
worst max-delay path, cell delays in order:
cell	delay [ps]
clkdlybuf4s50_1	540
or4_4	570
or4_4	450
nor2_1	140
nand2_1	100
nor2_2	250
a21oi_1	310
xnor2_1	210
ha_1	410
and3_1	250
a221o_1	320
a21o_1	180
a31o_2	260
a221oi_4	370
a2111oi_0	160
a311o_1	280
stage by stage:
stage	setup slack, ps	util, %
floorplan	8410	-
global placement	7330	61.2
detailed placement	7290	61.2
CTS	7650	62.2
global route	7450	62.2
finish	7570	62.2
power by group:
| part | internal (uW) | total (uW) | switching [uW] |
|---|---|---|---|
| Sequential | 95.9 | 101 | 5.19 |
| Combinational | 105 | 224 | 119 |
| Clock | 41.1 | 82.4 | 41.4 |
No activity file was given, so power comes from the tool's default toggle rates.
